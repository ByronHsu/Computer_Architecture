`design.v`:
```
module matvec2x2(
    CLK,
    RST,
    vector_x,
    vector_y,
    Q,
    A,
    finish
);
input               CLK;
input               RST;
input       [15:0]  vector_x;
output reg  [15:0]  vector_y;
input       [15:0]  Q;
output reg          A;
output reg          finish;
integer             i;
reg     [7:0]       vector_x_r [0:1], vector_x_w [0:1];
reg     [7:0]       part_matrix_a_r [0:1], part_matrix_a_w [0:1];
reg     [7:0]       vector_y_r [0:1], vector_y_w [0:1];
reg                 finish_r, finish_w;
reg     [7:0]       temp;
reg                 counter_r, counter_w;
always @(*) begin
    vector_x_w[0]=vector_x[7:0];
    vector_x_w[1]=vector_x[15:8];
    vector_y_w[1] = vector_y_r[1];
    vector_y_w[0] = vector_y_r[0];
    part_matrix_a_w[0]=Q[7:0];
    part_matrix_a_w[1]=Q[15:8];
    temp = 
        vector_x_w[0]*part_matrix_a_w[1]+
        vector_x_w[1]*part_matrix_a_w[0];
    finish_w = 1'b0;
    counter_w = counter_r;
    if (RST)
        counter_w = 1'b0;
    else if (counter_r < 1'b1) begin
        counter_w = counter_r + 1'b1;
        vector_y_w[0] = vector_y_r[0]+temp;
    end
    else begin
        finish_w = 1'b1;
        if (finish_r==1'b0)
            vector_y_w[1] = vector_y_r[1]+temp;
    end
    vector_y = { vector_y_r[1],vector_y_r[0] };
    finish = finish_r;  
    A = counter_w;
end
always @(posedge CLK or posedge RST) begin
    if (RST) begin
        counter_r <= 1'b0;
        finish_r <= 1'b0;
        for (i=0;i<2;i=i+1) begin
            vector_y_r[i] <= 1'b0;
            part_matrix_a_r[i] <= 1'b0;
        end
    end
    else begin
        counter_r <= counter_w;
        finish_r <= finish_w;
        for (i=0;i<2;i=i+1) begin
            vector_y_r[i] <= vector_y_w[i];
            part_matrix_a_r[i] <= part_matrix_a_w[i];
        end
    end
end
endmodule
```
`run.sh`:
```
#!/bin/bash
# OpenROAD 26Q1-2900-gdf79404cd8, Yosys 0.63+post, stock flow scripts
make -C /OpenROAD-flow-scripts/flow DESIGN_CONFIG=/design/flow/config.mk WORK_HOME=/design/flow/orfs finish
```
`config.mk`:
```
export PLATFORM = sky130hd
export DESIGN_NAME = matvec2x2
export DESIGN_NICKNAME = matvec2x2
export VERILOG_FILES = /design/flow/design.v
export SDC_FILE = /design/flow/constraint.sdc
export NUM_CORES = 4
export LEC_CHECK = 1
export CORE_UTILIZATION = 50
```
`constraint.sdc`:
```
current_design matvec2x2

set clk_period 3.5
set clk_io_pct 0.2

create_clock -name clk0 -period $clk_period [get_ports {CLK}]

set non_clock_inputs [all_inputs -no_clocks]
set_input_delay [expr $clk_period * $clk_io_pct] -clock clk0 $non_clock_inputs
set_output_delay [expr $clk_period * $clk_io_pct] -clock clk0 [all_outputs]
```
==> flow_summary.ini <==
; flow metrics
[floorplanning]
die_x_um = 81.0
core_um2 = 5960
io_pins = 52
chip_area_um2 = 6560
fp-row-count = 28
die.size.y_um = 81.0
fp-utilization_pct = 52.4

[setup_path]
critical_path.startpoint_type = input pin
cp_data_arrival_time_ps = 5340
critical_path.slowest_cell = fa_1
cp_max_fo = 3
cp.buffers_inverters = 4
timing.critical_path.slowest_cell_delay_ps = 540
setup.worst_path.class = input pin to register
timing.critical_path.max_delay_family = adder cells
critPathRequiredTime_ps = 3640
cp_common_cell = fa_1
worstSetupEndpointType = register
cp_cell_sequence = buf_6 -> nand2_2 -> fa_1 -> fa_1 -> inv_1 -> fa_1 -> inv_2 -> fa_1 -> fa_1 -> fa_2 -> inv_2 -> ha_4 -> xnor2_4 -> ha_4 -> nor3_2 -> nor2_2 -> o41ai_4 -> xnor2_1 -> nand2_1 -> xnor2_1

[sta]
worst_pin_slew_ps = 433
finalSetupViolations = 12
period_minus_slack_ps = 5200
finalHoldViolCount = 0
finClkSkew_ps = 1.13
slew_headroom_pct = 71.1
timing.final.crit_share_pct = 149
totalNegativeSetupSlack_ps = -13320
timing.hold.ws_ps = 474
fmax_mhz = 192
setup_slack_ps = -1700
rsz_0062_raised_after_global_routing = true
finalMaxSlewViolations = 0

[clock_tree]
clk_latency_ps = 250
htree_num_levels = 1
ctsHoldBuffers = 0
cts_inserted_buffers = 3
cts_tree = yes
cts.sinks = 18
ctsRootBufferMaster = clkbuf_8
worst_setup_hold_path_clk_slew_ps = 70
clockBufferDepth = 2

[route]
detailroute.via_count = 2580
via_per_inst = 4.92
initialDrtViolationCount = 60
num_antenna_cells = 0
remaining_drc_errors = 0
detail_route.wirelength_um = 7950
detail_route.wl_per_cell_um = 15.2
drt-pass1-iter-count = 6
antenna_left = 0

[power_and_ir_drop]
power-per-cell-area_nw_per_um2 = 1270
peakVddDrop_v = 0.00135
intPower_mw = 3.84
combinational_fraction_of_design_power_pct = 90.7
proportion_of_power_drawn_by_flip_flops_and_latches_pct = 6.6
leakage_nw = 2.34
power.share.clock_pct = 2.7
sw_frac_of_total_pct = 40.3
power_dissipated_by_switching_net_loads_mw = 2.59

[synth]
syn-cell-area_um2 = 3120
ys_seq_share_pct = 14.4
synth_stat.cells = 337
synth.avg_cell_area_um2 = 9.25
largest_cells_by_area_after_synthesis = fa_1 21%, ha_1 20%, dfrtp_1 14%
distinct_lib_cells_used = 26
top_cell_area_share_pct = 21.2
yosys_warnings = 6
yosys-stat-area_um2 = 3120
post_synth_inst_count = 337
synth_flops = 18
synth_area_leader_cell = fa_1

[global_route]
gr-total-overflow = 0
grt_start_max_net_pins = 20
gr-usage-all-layers_pct = 26.8
first_global_vias = 2561
antenna_found_initial = 0
first_pass_grt_wire_length_um = 12400

[cells_and_area]
mostFrequentLayoutCells = 40 x nand2_1, 40 x inv_1, 39 x buf_4, 30 x ha_4, 29 x fa_1
fillers = 298
layout-area-overhead-vs-synth_pct = 62.5
mi_comb_area_um2 = 3190
ff_latch_area_um2 = 450
final_layout_size_suffix_gt1_share_pct = 43.0

[flow_run]
tool_warnings = 30
max_cap_viol_count = 0

[placed_design]
routabilityCongestion = 0.868
detailedPlacementHpwl_um = 6140
io_buffer_count = 51

[run_status]
violated_checks = setup timing
status = finished, violations left

[worst_hold_path]
hold_class = register to register
==> worst paths after layout <==
kind	start	end	slack (ps)	depth (start not counted)
setup reg to reg	vector_y_r[0][1]$_DFFE_PP0P_	vector_y_r[0][7]$_DFFE_PP0P_	1330	8
hold / removal	vector_y_r[1][7]$_DFFE_PP0P_	vector_y_r[1][7]$_DFFE_PP0P_	470	1
min in group asynchronous	RST	vector_y_r[1][6]$_DFFE_PP0P_	970	3
setup / recovery	vector_x[4]	vector_y_r[1][7]$_DFFE_PP0P_	-1700	20
hold reg to reg	vector_y_r[1][7]$_DFFE_PP0P_	vector_y_r[1][7]$_DFFE_PP0P_	470	1
max in group asynchronous	RST	vector_y_r[1][1]$_DFFE_PP0P_	2320	3
==> stage by stage <==
| stage | std cells | cell area [µm²] | utilization [%] | power (mW) | worst slack, ps |
|---|---|---|---|---|---|
| 4_1_cts | 522 | 4950 | 83.1 | 6.07 | -1820 |
| 2_1_floorplan | 337 | 3490 | - | 3.29 | -1630 |
| 3_3_place_gp | 509 | 4440 | 74.6 | 4.40 | -2540 |
| 5_1_grt | 524 | 5070 | 85.1 | 6.91 | -1820 |
| 6_report | 524 | 5070 | 85.1 | 6.43 | -1700 |
| 3_5_place_dp | 509 | 4440 | 74.6 | 4.44 | -2520 |
==> power groups by stage <==
stage	registers, mW	logic [mW]	clock network [mW]
after CTS	0.428	5.46	0.179
after global routing	0.442	6.28	0.186
final	0.427	5.83	0.174
==> flip-flops by register name, summed over array words and instances, names as in the netlist <==
register and flops:
counter_r 1, vector_y_r 16, finish_r 1
==> logic make-up after synthesis <==
| kind of cell | after synthesis | synth area share, % |
|---|---|---|
| adder cells (fa/ha/maj) | 82 | 40.9 |
| multiplexers | 6 | 2.17 |
| AND/OR/NAND/NOR | 102 | 15.9 |
| flip-flops | 18 | 14.4 |
| buffers and inverters | 58 | 7.10 |
| XOR/XNOR | 43 | 14.1 |
| AND-OR/OR-AND | 28 | 5.46 |
==> timing repair <==
item / 4_1_cts / 5_1_grt
setup endpoints to repair: 13 / 12
setup buffers: 9 / 5
resized: 193 / 30
pin swaps: 61 / 39
==> layout make-up <==
class / count / area share [%]
Clock buffer: 4 / 1.09
Timing Repair Buffer: 110 / 21.0
Multi-Input combinational cell: 261 / 62.9
Sequential cell: 18 / 8.89
Inverter: 56 / 4.25
Tap cell: 75 / 1.85
==> per-layer routing <==
layer / track usage (%) / vias up / part of all wire, %
met3: 10.6 / 2 / 9.0
met5: 0 / - / 0
li1: - / 1277 / -
met4: 0.714 / 0 / 0.11
met2: 37.5 / 72 / 43
met1: 43.6 / 1229 / 47
==> Yosys cell counts (all sizes together) <==
| master | instances |
|---|---|
| o21bai | 3 |
| nor3 | 2 |
| and2 | 37 |
| nand2 | 52 |
| clkbuf | 1 |
| xnor3 | 4 |
| ha | 49 |
| a21o | 6 |
| dfrtp | 18 |
| fa | 33 |
| a21oi | 10 |
| o41ai | 2 |
| xor2 | 6 |
| or2 | 1 |
| nor2b | 2 |
| nor2 | 8 |
| xnor2 | 33 |
| inv | 56 |
| o21ai | 7 |
| buf | 1 |
| mux2 | 6 |
==> worst register-to-register path, stage by stage, from the launching register on <==
cell and delay [ps]:
dfrtp_1 430, ha_1 310, a21o_1 160, a21oi_1 230, o21ai_2 120, o41ai_2 420
xnor2_2 160, nand2_1 80, xnor2_1 140
Power and IR drop assume default switching activity.
