==> design.v <==
module SingleCycle_MIPS(
    clk,
    rst_n,
    IR_addr,
    IR,
    RF_writedata,
    ReadDataMem,
    CEN,
    WEN,
    A,
    ReadData2,
    OEN
);
    input         clk, rst_n;
    input  [31:0] IR;
    output [31:0] IR_addr;
    output [31:0] RF_writedata;
    input  [31:0] ReadDataMem;   
    output        CEN;           
    output        WEN;           
    output  [6:0] A;             
    output [31:0] ReadData2;     
    output        OEN;           
    wire        RegDst;
    wire        RegWrite;
    wire        ALUSrc;
    wire        ALUOp;
    wire        MemWrite;
    wire        MemRead;
    wire        MemToReg;
    wire        Branch;
    wire        Jump;
    wire        PCSrc;
    wire        WriteRA;
    wire  [4:0] reg_w;
    wire [31:0] alu_y;
    wire        alu_zero;
    wire [31:0] reg_bus_w;
    wire [31:0] reg_bus_x;
    wire [31:0] reg_bus_y;
    wire [31:0] alu_out;
    wire [31:0] branch_addr;
    wire [31:0] jump_addr;
    wire [31:0] sign_extend;
    wire  [2:0] alu_ctrl;
    wire  [5:0] opcode;
    wire  [5:0] funct;
    wire  [8:0] sl_bypass;
    wire [31:0] pc_w, pc_4;
    reg  [31:0] pc_r;
    wire reg_WEN;
    register_file rf_inst(
        .Clk(clk),
        .rst_n(rst_n),
        .WEN(reg_WEN),
        .RW(reg_w),
        .busW(reg_bus_w),
        .RX(IR[25:21]),
        .RY(IR[20:16]),
        .busX(reg_bus_x),
        .busY(reg_bus_y)
    );
    alu alu_inst(
        .ctrl(alu_ctrl),
        .x(reg_bus_x),
        .y(alu_y),
        .out(alu_out),
        .zero(alu_zero)
    );
    alu_ctrl_unit alu_ctrl_unit_inst(
        .ALUOp(ALUOp),
        .funct(IR[5:0]),
        .alu_ctrl(alu_ctrl),
        .PCSrc(PCSrc)
    );
    ctrl_unit ctrl_unit_inst(
        .opcode(IR[31:26]),
        .RegDst(RegDst),
        .Jump(Jump),
        .Branch(Branch),
        .MemToReg(MemToReg),
        .MemWrite(MemWrite),
        .MemRead(MemRead),
        .ALUOp(ALUOp),
        .ALUSrc(ALUSrc),
        .RegWrite(RegWrite),
        .WriteRA(WriteRA)
    );
    assign reg_WEN = RegWrite & ~PCSrc;
    assign reg_w = WriteRA ? 5'd31 : RegDst ? IR[15:11] : IR[20:16];
    assign reg_bus_w = WriteRA ? {2'b0, pc_4[31:2]} : ~MemToReg ? alu_out : ReadDataMem;
    assign CEN = ~(MemWrite | MemRead);
    assign WEN = ~MemWrite;
    assign OEN = 1'b0;
    assign A = sl_bypass[8:2];
    assign RF_writedata = reg_bus_w;
    assign ReadData2 = reg_bus_y;
    assign alu_y = reg_bus_y;
    assign IR_addr = pc_r;
    assign pc_4 = pc_r + 4;
    assign sign_extend = {{16{IR[15]}}, IR[15:0]};
    assign jump_addr = {pc_4[31:28], {IR[25:0], 2'b0}};
    assign sl_bypass = sign_extend[8:0] + reg_bus_x[8:0];
    assign pc_w = PCSrc ? {reg_bus_x[29:0], 2'b0} : Jump ? jump_addr : branch_addr;
    assign branch_addr = (Branch & alu_zero) ? pc_4 + {sign_extend[29:0], 2'b0} : pc_4;
    always @ (posedge clk or negedge rst_n) begin
        if (~rst_n) pc_r <= 32'b0;
        else        pc_r <= pc_w;
    end
endmodule
module ctrl_unit(
    opcode,
    RegDst,
    Jump,
    Branch,
    MemToReg,
    MemWrite,
    MemRead,
    ALUOp,
    ALUSrc,
    RegWrite,
    WriteRA
);
    input  [5:0] opcode;
    output       RegDst;
    output       Jump;
    output       Branch;
    output       MemToReg;
    output       MemWrite;
    output       MemRead;
    output       ALUOp;
    output       ALUSrc;
    output       RegWrite;
    output       WriteRA;
    reg       RegDst;
    reg       Jump;
    reg       Branch;
    reg       MemToReg;
    reg       MemWrite;
    reg       MemRead;
    reg       ALUOp;
    reg       ALUSrc;
    reg       RegWrite;
    reg       WriteRA;
    always @ (*) begin
        RegDst = ~(opcode[2] | opcode[1] | opcode[0]);
        MemWrite = opcode[5] & opcode[3];
        MemRead = opcode[5] & ~opcode[3];
        MemToReg = opcode[5] & ~opcode[3];
        ALUSrc = 1'b0;  
        RegWrite = ~((opcode[3] ^ opcode[2]) | (opcode[1] ^ opcode[0]));
        WriteRA = opcode[1] & opcode[0] & ~opcode[5];
        Jump = ~opcode[5] & ~opcode[3] & ~opcode[2] & opcode[1];
        Branch = opcode[2];
        ALUOp = opcode[2] | opcode[1] | opcode[0];
    end
endmodule
module alu_ctrl_unit(
    ALUOp,
    funct,
    alu_ctrl,
    PCSrc
);
    input        ALUOp;
    input  [5:0] funct;
    output [2:0] alu_ctrl;
    output       PCSrc;
    reg  [2:0] alu_ctrl;
    reg        PCSrc;
    reg  [4:0] op;
    always @ (*) begin
        op = {ALUOp, funct[3:0]};
        PCSrc = ~ALUOp & ~funct[5] & funct[3];
        case (op)
            5'b00000: alu_ctrl = 3'b000;
            5'b00010: alu_ctrl = 3'b001;
            5'b00100: alu_ctrl = 3'b010;
            5'b00101: alu_ctrl = 3'b110;
            5'b01010: alu_ctrl = 3'b101;
            default:  alu_ctrl = 3'b001;
        endcase
    end
endmodule
module alu(
    ctrl,
    x,
    y,
    carry,
    out,
    zero
);
    input   [2:0] ctrl;
    input  [31:0] x;
    input  [31:0] y;
    output        carry;
    output [31:0] out;
    output        zero;
    wire [32:0] add;
    wire [32:0] sub;
    wire [31:0] _y;
    reg         carry;
    reg  [31:0] out;
    assign _y = 1 + ~y;
    assign add = x + (ctrl[0] ? _y : y);
    assign zero = ~|out;
    always @ (*) begin
        case (ctrl[2:1])
          2'b01: {carry, out} = {1'b0, x & y};
          2'b11: {carry, out} = {1'b0, x | y};
          2'b10: {carry, out} = {31'b0, add[31]};
          2'b00: {carry, out} = add;
        endcase
    end
endmodule
module register_file(
    Clk  ,
    rst_n,
    WEN  ,
    RW   ,
    busW ,
    RX   ,
    RY   ,
    busX ,
    busY
);
input         Clk, WEN, rst_n;
input   [4:0] RW, RX, RY;
input  [31:0] busW;
output [31:0] busX, busY;
reg  [31:0] busX, busY;
reg [31:0] r_r0, r_w0;
reg [31:0] r_r1, r_w1;
reg [31:0] r_r2, r_w2;
reg [31:0] r_r3, r_w3;
reg [31:0] r_r4, r_w4;
reg [31:0] r_r5, r_w5;
reg [31:0] r_r6, r_w6;
reg [31:0] r_r7, r_w7;
reg [31:0] r_r8, r_w8;
reg [31:0] r_r9, r_w9;
reg [31:0] r_r10, r_w10;
reg [31:0] r_r11, r_w11;
reg [31:0] r_r12, r_w12;
reg [31:0] r_r13, r_w13;
reg [31:0] r_r14, r_w14;
reg [31:0] r_r15, r_w15;
reg [31:0] r_r16, r_w16;
reg [31:0] r_r17, r_w17;
reg [31:0] r_r18, r_w18;
reg [31:0] r_r19, r_w19;
reg [31:0] r_r20, r_w20;
reg [31:0] r_r21, r_w21;
reg [31:0] r_r22, r_w22;
reg [31:0] r_r23, r_w23;
reg [31:0] r_r24, r_w24;
reg [31:0] r_r25, r_w25;
reg [31:0] r_r26, r_w26;
reg [31:0] r_r27, r_w27;
reg [31:0] r_r28, r_w28;
reg [31:0] r_r29, r_w29;
reg [31:0] r_r30, r_w30;
reg [31:0] r_r31, r_w31;
always @ (*) begin
    case (RX)
        5'd0: busX = r_r0;
        5'd1: busX = r_r1;
        5'd2: busX = r_r2;
        5'd3: busX = r_r3;
        5'd4: busX = r_r4;
        5'd5: busX = r_r5;
        5'd6: busX = r_r6;
        5'd7: busX = r_r7;
        5'd8: busX = r_r8;
        5'd9: busX = r_r9;
        5'd10: busX = r_r10;
        5'd11: busX = r_r11;
        5'd12: busX = r_r12;
        5'd13: busX = r_r13;
        5'd14: busX = r_r14;
        5'd15: busX = r_r15;
        5'd16: busX = r_r16;
        5'd17: busX = r_r17;
        5'd18: busX = r_r18;
        5'd19: busX = r_r19;
        5'd20: busX = r_r20;
        5'd21: busX = r_r21;
        5'd22: busX = r_r22;
        5'd23: busX = r_r23;
        5'd24: busX = r_r24;
        5'd25: busX = r_r25;
        5'd26: busX = r_r26;
        5'd27: busX = r_r27;
        5'd28: busX = r_r28;
        5'd29: busX = r_r29;
        5'd30: busX = r_r30;
        5'd31: busX = r_r31;
    endcase
    case (RY)
        5'd0: busY = r_r0;
        5'd1: busY = r_r1;
        5'd2: busY = r_r2;
        5'd3: busY = r_r3;
        5'd4: busY = r_r4;
        5'd5: busY = r_r5;
        5'd6: busY = r_r6;
        5'd7: busY = r_r7;
        5'd8: busY = r_r8;
        5'd9: busY = r_r9;
        5'd10: busY = r_r10;
        5'd11: busY = r_r11;
        5'd12: busY = r_r12;
        5'd13: busY = r_r13;
        5'd14: busY = r_r14;
        5'd15: busY = r_r15;
        5'd16: busY = r_r16;
        5'd17: busY = r_r17;
        5'd18: busY = r_r18;
        5'd19: busY = r_r19;
        5'd20: busY = r_r20;
        5'd21: busY = r_r21;
        5'd22: busY = r_r22;
        5'd23: busY = r_r23;
        5'd24: busY = r_r24;
        5'd25: busY = r_r25;
        5'd26: busY = r_r26;
        5'd27: busY = r_r27;
        5'd28: busY = r_r28;
        5'd29: busY = r_r29;
        5'd30: busY = r_r30;
        5'd31: busY = r_r31;
    endcase
    r_w0 = 32'b0;
    r_w1 = r_r1;
    r_w2 = r_r2;
    r_w3 = r_r3;
    r_w4 = r_r4;
    r_w5 = r_r5;
    r_w6 = r_r6;
    r_w7 = r_r7;
    r_w8 = r_r8;
    r_w9 = r_r9;
    r_w10 = r_r10;
    r_w11 = r_r11;
    r_w12 = r_r12;
    r_w13 = r_r13;
    r_w14 = r_r14;
    r_w15 = r_r15;
    r_w16 = r_r16;
    r_w17 = r_r17;
    r_w18 = r_r18;
    r_w19 = r_r19;
    r_w20 = r_r20;
    r_w21 = r_r21;
    r_w22 = r_r22;
    r_w23 = r_r23;
    r_w24 = r_r24;
    r_w25 = r_r25;
    r_w26 = r_r26;
    r_w27 = r_r27;
    r_w28 = r_r28;
    r_w29 = r_r29;
    r_w30 = r_r30;
    r_w31 = r_r31;
    if (WEN) begin
        case (RW)
            5'd0: r_w0 = 32'b0;
            5'd1: r_w1 = busW;
            5'd2: r_w2 = busW;
            5'd3: r_w3 = busW;
            5'd4: r_w4 = busW;
            5'd5: r_w5 = busW;
            5'd6: r_w6 = busW;
            5'd7: r_w7 = busW;
            5'd8: r_w8 = busW;
            5'd9: r_w9 = busW;
            5'd10: r_w10 = busW;
            5'd11: r_w11 = busW;
            5'd12: r_w12 = busW;
            5'd13: r_w13 = busW;
            5'd14: r_w14 = busW;
            5'd15: r_w15 = busW;
            5'd16: r_w16 = busW;
            5'd17: r_w17 = busW;
            5'd18: r_w18 = busW;
            5'd19: r_w19 = busW;
            5'd20: r_w20 = busW;
            5'd21: r_w21 = busW;
            5'd22: r_w22 = busW;
            5'd23: r_w23 = busW;
            5'd24: r_w24 = busW;
            5'd25: r_w25 = busW;
            5'd26: r_w26 = busW;
            5'd27: r_w27 = busW;
            5'd28: r_w28 = busW;
            5'd29: r_w29 = busW;
            5'd30: r_w30 = busW;
            5'd31: r_w31 = busW;
        endcase
    end
end
always @ (posedge Clk) begin
    r_r0 <= r_w0;
    r_r1 <= r_w1;
    r_r2 <= r_w2;
    r_r3 <= r_w3;
    r_r4 <= r_w4;
    r_r5 <= r_w5;
    r_r6 <= r_w6;
    r_r7 <= r_w7;
    r_r8 <= r_w8;
    r_r9 <= r_w9;
    r_r10 <= r_w10;
    r_r11 <= r_w11;
    r_r12 <= r_w12;
    r_r13 <= r_w13;
    r_r14 <= r_w14;
    r_r15 <= r_w15;
    r_r16 <= r_w16;
    r_r17 <= r_w17;
    r_r18 <= r_w18;
    r_r19 <= r_w19;
    r_r20 <= r_w20;
    r_r21 <= r_w21;
    r_r22 <= r_w22;
    r_r23 <= r_w23;
    r_r24 <= r_w24;
    r_r25 <= r_w25;
    r_r26 <= r_w26;
    r_r27 <= r_w27;
    r_r28 <= r_w28;
    r_r29 <= r_w29;
    r_r30 <= r_w30;
    r_r31 <= r_w31;
end
endmodule
==> run.sh <==
#!/bin/bash
# OpenROAD 26Q1-2900-gdf79404cd8, Yosys 0.63+post, stock flow scripts
make -C /OpenROAD-flow-scripts/flow DESIGN_CONFIG=/design/flow/config.mk WORK_HOME=/design/flow/orfs finish
==> config.mk <==
export PLATFORM = sky130hd
export DESIGN_NAME = SingleCycle_MIPS
export DESIGN_NICKNAME = SingleCycle_MIPS
export VERILOG_FILES = /design/flow/design.v
export SDC_FILE = /design/flow/constraint.sdc
export NUM_CORES = 4
export LEC_CHECK = 1
export CORE_UTILIZATION = 30
==> constraint.sdc <==
current_design SingleCycle_MIPS

set clk_period 34.2
set clk_io_pct 0.2

create_clock -name clk0 -period $clk_period [get_ports {clk}]

set non_clock_inputs [all_inputs -no_clocks]
set_input_delay [expr $clk_period * $clk_io_pct] -clock clk0 $non_clock_inputs
set_output_delay [expr $clk_period * $clk_io_pct] -clock clk0 [all_outputs]
==> run notes <==
The flow run is done. The flow ran to the end, and the final reports show no timing, DRC or antenna violations. The worst setup path is launched from a primary input. After global routing the overflow that remains totals 0. Looking at the reg2reg group, the worst path ends at pc_r[7]. A synthesized cell averages 11.8 um2. Looking at the hold checks, the worst path lands on pc_r[7]. The wire length recorded after detailed routing is 287,000 um. The number of setup buffers added after CTS is 0. In this design, the stage delay of the slowest critical-path cell is 0.81 ns. The placement report lists the number of port buffers as 167. The first global-routing pass estimated 383,000 um of wire. STA lists the startpoint of the worst register-to-register path as rf_inst.r_r10[3]. Compared with the post-synthesis result, the final layout area differs by 18.7%.

Counting instances, the worst hold path has a depth of 3. Count of nets left with antenna violations after detail routing landed at 0. The script logs the mean routed wire length per placed instance as 41.1 um. After synthesis the netlist holds a flip-flop and latch count of 1,022. Achievable frequency landed at 42.4 MHz. Count of synthesis-stage warnings from yosys landed at 5. Per the TritonCTS log, the buffer count is 107.

Total leakage power landed at 21.6 nW. Critical path arrival landed at 16.75 ns. Post-route DRC violation count landed at 0. According to the floorplan report, the die height is 417 um. Once the clock tree was built, the resizer swapped 0 gates to a different size. Row generation in the floorplan step produced 151 rows. Maximum root-to-sink buffer count landed at 3. The critical path starts at IR[19]. Number of enable flip-flop cells landed at 992. Slew at the pin closest to its max-slew limit landed at 1.02 ns.

Overall via count from detail_route landed at 47,700. Number of cell instances after yosys synthesis landed at 4,368. The pre-antenna-repair detailed-routing pass consisted of 9 iterations. Per the synth stats, the proportion of register bits with asynchronous set or reset is 2.94%.

For the final database, setup skew stands at 0.115 ns. The commonest register cell is sky130_fd_sc_hd__edfxtp_1. X dimension of the die landed at 417 um. Max capacitance violation total landed at 0. Entering global routing, the biggest net connects 45 pins.

According to the floorplan report, the placeable core area is 170,000 um2. In this run the worst hold path is classified as reg2reg. Initial detailed-routing violation count landed at 6,085. The startpoint identified for the worst hold timing path is pc_r[7]. Synthesized instance count landed at 4,368. The critical path's slowest stage uses the library cell sky130_fd_sc_hd__or4_1.

Setup slack after placement landed at 11.03 ns. Insertion delay to the later sink of the worst-skew pair landed at 0.81 ns. Global-route usage over all layers landed at 34.0%.

Via density per instance landed at 6.83. The floorplan report gives the top-level pin count as 172. Data on the critical path is required at its endpoint by 27.36 ns.

Floorplan utilization landed at 30.4%. Sequential cells were found to cover 59.1% of the synthesized design area. Clock tree synthesis selected as its root buffer the cell sky130_fd_sc_hd__clkbuf_16. Number of hold buffers added after cts landed at 0.

Final-report max-slew violation count landed at 0. Number of antenna violations at the first check in global routing landed at 18. The cell that appears most often on the critical path is sky130_fd_sc_hd__buf_4. Synthesized cell area landed at 51,700 um2.

Combined buffer and inverter count along the critical path landed at 7. Final sum of negative setup slack landed at 0 ns. The slew check shows that the tightest pin keeps a relative margin of 30.5%. Final worst setup slack landed at 10.61 ns.

Setup repair after global routing left no endpoint under its margin. Count of warning messages emitted by the tools landed at 28. The setup path with the least slack is of type in2out.

Share of final-layout standard cells stronger than drive strength 1 landed at 13.4%. IR analysis of the VDD net gives a maximum drop of 0.0000533 V. Number of cell instances on the worst register-to-register path landed at 27.

Distinct cell type count after synthesis landed at 91. The clock net in this run drives a total of 1,022 sinks. Endpoints failing hold in the final report were tallied at 0. Per STA, the worst path accumulates the most delay in the family simple AND/OR/NAND/NOR gates. TritonCTS built the clock tree. Looking at the clock tree report, the H-tree level count equals 3. Final-layout worst hold slack landed at 0.795 ns. The timing report gives the clock slew at the launch and capture registers of the worst setup and hold paths as 0.06 ns. The clock period could shrink to 23.59 ns. Sum of net half-perimeters after detailed placement landed at 174,000 um.

The stat command in Yosys gives a chip area of 51,700 um2. The congestion estimate from routability-driven global placement came to 1.08. Power density of the placed cells landed at 63.1 nW/um2. Total die size landed at 174,000 um2. Number of global-route vias before repair landed at 47,100. The worst setup path is captured at an output pin. Final clock period utilization by the worst path landed at 69.0%. Across all register-to-register paths, the minimum setup slack is 25.68 ns. Largest fanout on the critical path landed at 32. Number of setup violations in the final report landed at 0.
cells in the final DEF (no fill, tap or decap), types with 31 or more instances in the layout:
master,synthesis,layout
sky130_fd_sc_hd__buf_4,11,253
sky130_fd_sc_hd__mux2i_1,31,31
sky130_fd_sc_hd__a2111oi_0,121,121
sky130_fd_sc_hd__a31oi_1,45,32
sky130_fd_sc_hd__nand4_1,143,143
sky130_fd_sc_hd__ha_1,70,70
sky130_fd_sc_hd__nand3_1,212,212
sky130_fd_sc_hd__o21ai_0,105,102
sky130_fd_sc_hd__nand2_1,219,218
sky130_fd_sc_hd__nor2_4,0,49
sky130_fd_sc_hd__a21oi_1,121,96
sky130_fd_sc_hd__diode_2,0,34
sky130_fd_sc_hd__a22oi_1,569,569
sky130_fd_sc_hd__edfxtp_1,992,992
sky130_fd_sc_hd__and3_1,384,381
sky130_fd_sc_hd__clkdlybuf4s50_1,0,161
sky130_fd_sc_hd__inv_1,44,44
sky130_fd_sc_hd__or4_1,47,47
sky130_fd_sc_hd__xnor2_1,66,66
sky130_fd_sc_hd__nor3_1,66,57
sky130_fd_sc_hd__nor2_1,212,140
sky130_fd_sc_hd__xor2_1,42,42
sky130_fd_sc_hd__clkbuf_16,0,109
worst register-to-register path, cell delays in order, from the launching register on:
cell and delay [ns]:
sky130_fd_sc_hd__edfxtp_1 0.45, sky130_fd_sc_hd__mux2i_1 0.17, sky130_fd_sc_hd__nor3_1 0.07, sky130_fd_sc_hd__a2111oi_0 0.53, sky130_fd_sc_hd__nand4_1 0.15, sky130_fd_sc_hd__or4_1 0.75
sky130_fd_sc_hd__or4_4 0.68, sky130_fd_sc_hd__nand2b_1 0.28, sky130_fd_sc_hd__nor4_1 0.40, sky130_fd_sc_hd__nand2b_1 0.14, sky130_fd_sc_hd__o31ai_1 0.26, sky130_fd_sc_hd__xnor2_1 0.11
sky130_fd_sc_hd__ha_1 0.39, sky130_fd_sc_hd__a21o_1 0.21, sky130_fd_sc_hd__a31oi_1 0.33, sky130_fd_sc_hd__o211ai_1 0.15, sky130_fd_sc_hd__a32oi_1 0.46, sky130_fd_sc_hd__o21bai_1 0.21
sky130_fd_sc_hd__a31o_2 0.29, sky130_fd_sc_hd__a221oi_1 0.42, sky130_fd_sc_hd__nor4b_1 0.25, sky130_fd_sc_hd__nor4b_1 0.26, sky130_fd_sc_hd__nor4bb_4 0.23, sky130_fd_sc_hd__buf_4 0.41
sky130_fd_sc_hd__o21ai_2 0.09, sky130_fd_sc_hd__buf_4 0.22, sky130_fd_sc_hd__or3_1 0.39, sky130_fd_sc_hd__nand3_1 0.07
cells by family (layout without fill, tap and decap cells):
group           Yosys count  count (layout)  synth area share [%]
buf+inv                 383             662                  3.00
flops                  1022            1022                  59.1
other cells               1              37               0.00725
xor+xnor                108             108                  1.83
mux                      44              44                 0.905
compound gates         1239            1239                  17.4
fa+ha+maj                86              86                  2.04
simple gates           1485            1485                  15.7
through the flow:
| step | utilization (%) | instances | area (um2) | power [mW] |
|---|---|---|---|---|
| after floorplan | - | 4370 | 51700 | 2.15 |
| after global placement | 33.9 | 6746 | 57700 | 2.63 |
| after detailed placement | 33.9 | 6746 | 57700 | 2.63 |
| after CTS | 36.0 | 6944 | 61300 | 3.82 |
| after global routing | 36.0 | 6950 | 61300 | 3.96 |
| final | 36.1 | 6978 | 61400 | 3.87 |
power breakdown:
part	internal, mW	switching, mW	total (mW)
combinational	0.311	0.687	0.998
clock	0.683	0.534	1.22
sequential	1.62	0.0406	1.66
total	2.61	1.26	3.87
synthesized netlist by cell type, drive strengths merged (70+ instances only):
| cell | n | area, um2 |
|---|---|---|
| nand2 | 219 | 822 |
| a21oi | 121 | 606 |
| clkbuf | 271 | 1020 |
| o21ai | 125 | 633 |
| nand4 | 143 | 895 |
| a22oi | 569 | 4270 |
| a2111oi | 122 | 1070 |
| nor2 | 212 | 796 |
| edfxtp | 992 | 29800 |
| and3 | 385 | 2410 |
| ha | 70 | 876 |
| nand3 | 212 | 1060 |
area by class of cell:
cell class                 instances  area (um2)
fill                           16300      109000
sequential                      1022       30500
multi-input combinational       2965       20600
timing repair buffer             420        3540
tap                             2295        2870
clock buffer                     123        2780
clock inverter                    75         800
inverter                          44         165
antenna                           34        85.1
worst max path at each step:
stage,cells after the start,end
4_1_cts,31,RF_writedata[31]
5_1_grt,31,RF_writedata[31]
6_report,31,RF_writedata[31]
layer usage:
| layer | track usage (%) | up-vias | share of wire (%) |
|---|---|---|---|
| li1 | - | 18200 | - |
| met5 | 17.8 | - | 1.3 |
| met4 | 22.6 | 93 | 9.1 |
| met3 | 31.2 | 1637 | 21 |
| met2 | 43.9 | 5378 | 39 |
| met1 | 32.8 | 22400 | 29 |
Power figures rest on the tool's default switching activity, not on a simulated workload.
