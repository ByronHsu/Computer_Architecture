[design/flow/design.v]
module matvecmult(
    CLK,
    RST,
    vector_x,
    vector_b,
    vector_y,
    Q,
    A,
    finish
);
input               CLK;
input               RST;
input       [127:0]	vector_x;
input       [127:0]	vector_b;
output  reg [127:0]	vector_y;
input       [127:0]	Q;
output  reg [3:0]   A;
output  reg         finish;
integer i;
reg [7:0] y_r [15:0];
reg [7:0] y_w [15:0];
reg [7:0] temp;
reg [7:0] x [0:15], b [0:15], w [0:15];
reg [7:0] counter_w, counter_r;
always @(*) begin
    for(i=0;i<16;i=i+1) begin
        x[i] = vector_x[8*i+:8];
    end
    for(i=0;i<16;i=i+1) begin
        b[i] = vector_b[8*i+:8];
    end
    for(i=0;i<16;i=i+1) begin
        w[i] = Q[8*i+:8];
    end
    for(i=0;i<16;i=i+1) begin
        y_w[i] = y_r[i];
    end
    temp = 
        x[15] * w[0] +
        x[14] * w[1] +
        x[13] * w[2] +
        x[12] * w[3] +
        x[11] * w[4] +
        x[10] * w[5] +
        x[9] * w[6] +
        x[8] * w[7] +
        x[7] * w[8] +
        x[6] * w[9] +
        x[5] * w[10] +
        x[4] * w[11] +
        x[3] * w[12] +
        x[2] * w[13] +
        x[1] * w[14] +
        x[0] * w[15];
    counter_w = counter_r;
    finish = 1'b0;
    if (RST) begin
        counter_w = 1'b0;
        finish = 1'b0;
    end
    else if (counter_r < 8'd16) begin
        counter_w = counter_r + 1'b1;
        y_w[counter_r] = 2 * temp + b[counter_r];
    end
    else begin
        finish = 1'b1;
    end
    A = counter_w;
    vector_y = {y_r[15], y_r[14], y_r[13], y_r[12], y_r[11], y_r[10], y_r[9], y_r[8], y_r[7], y_r[6], y_r[5], y_r[4], y_r[3], y_r[2], y_r[1], y_r[0]};
end
always @(posedge CLK or posedge RST) begin
    if (RST) begin
        counter_r <= 1'b0;
        for(i=0;i<16;i=i+1) begin
            y_r[i] <= 1'b0;
        end
    end
    else begin
        counter_r <= counter_w;
        for(i=0;i<16;i=i+1) begin
            y_r[i] <= y_w[i];
        end
    end
end
endmodule
[design/flow/run.sh]
#!/bin/bash
# OpenROAD 26Q1-2900-gdf79404cd8, Yosys 0.63+post, stock flow scripts
make -C /OpenROAD-flow-scripts/flow DESIGN_CONFIG=/design/flow/config.mk WORK_HOME=/design/flow/orfs finish
[design/flow/config.mk]
export PLATFORM = sky130hd
export DESIGN_NAME = matvecmult
export DESIGN_NICKNAME = matvecmult
export VERILOG_FILES = /design/flow/design.v
export SDC_FILE = /design/flow/constraint.sdc
export NUM_CORES = 4
export LEC_CHECK = 1
export CORE_UTILIZATION = 30
[design/flow/constraint.sdc]
current_design matvecmult

set clk_period 4.8
set clk_io_pct 0.2

create_clock -name clk0 -period $clk_period [get_ports {CLK}]

set non_clock_inputs [all_inputs -no_clocks]
set_input_delay [expr $clk_period * $clk_io_pct] -clock clk0 $non_clock_inputs
set_output_delay [expr $clk_period * $clk_io_pct] -clock clk0 [all_outputs]
==> impl_metrics.toml <==
# implementation run metrics
[logic_synthesis]
syn_area_um2 = 18700
area_leaders = "fa_1, dfrtp_1, ha_1, xnor2_1, and2_1"
synth.largest_area_cell = "fa_1"
edf_count = 0
ys_cells = 1936
synthCells = 1936
ys_types = 52
synth_warnings = 6
ff_type = "dfrtp_1"
async_flop_share = 1.00
numSynthFlops = 136
ys_area_um2 = 18700
yosysSeqAreaShare = 0.182
yosysTopAreaCellShare = 0.235
postSynthAreaPerCell_um2 = 9.65

[final_timing]
hold_violations = 0
setup_viol = 96
rsz0062_at_grt = "yes"
fin_skew_ns = 0.0173
slew_viol_final = 0
min_period_ns = 8.86
holdWs_ns = 0.482
max_slew.worst_pin.slew_ns = 0.888
max_slew_margin = 0.408
finalClockPeriodUsage = 1.85
fmax_mhz = 113
fin_ws_ns = -4.06

[global_routing]
grt_pass1_vias = 17000
grt_pass1_wl_um = 104000
antenna_found_initial = 2
grt_max_degree = 60
grt_overflow = 0
grt_util_all_layers = 0.232

[flow_run]
maxCapViolations = 0
log.warning_count = 65

[drt]
ant_nets = 0
drc = 0
drt_iter0_markers = 660
wl_um = 70400
wl_per_cell_um = 20.1
dr.pass1.iters = 7
num_vias = 15800
viasPerCell = 4.50

[clock_tree]
cts_buffers = 17
cts.path.max_buffers = 2
clock_latency_ns = 0.43
cts.reportedPaths.clkPinSlew_ns = 0.06
root_buffer = "clkbuf_16"
cts-htree-levels = 4
cts_tree = "built"
cts_sinks = 136
hold_buffers = 0

[worst_setup_path]
cp-end-kind = "flop"
reg2regPathDepth = 21
critPathKind = "in -> reg"
critical_path_arrival_ns = 9.17
start_kind = "input pin"
rr_endpoint = "y_r[9][7]"
worstPathRequired_ns = 5.11
rrSetupSlack_ns = 0.12
cp-startpoint = "Q[42]"
cp_max_fo = 8
r2r_start = "counter_r[0]"

[min_path]
hold_class = "reg -> reg"
hp-start = "y_r[1][4]"
worstHoldPathCells = 2
whs_endpoint = "y_r[1][4]"

[place]
globalplace.congestion = 0.999
hpwl_um = 60700
dp.cells = 3447
portBuffers = 486

[run_status]
outcome = "finished with violations"
violations = "negative setup slack"

[floorplan]
core_um2 = 61600
die_x_um = 252
dieArea_um2 = 63300
ios = 519
fp-utilization = 0.303
core.rowCount = 91
die_y_um = 252

[final_layout]
drive_above_1_share = 0.234
layout_top_cell = "clkdlybuf4s50_1"
final_cell_mix = "clkdlybuf4s50_1, nand2_1, inv_1"
stdcell_count = 3498
n_fill_cell = 5683
area_growth_pct = 49.1
==> sequential cells by signal, summed over array words and instances (netlist names) <==
name	count
counter_r	8
y_r	128
==> cells by family after synthesis <==
family,count (synthesis),synth area share
mux,99,0.0610
xor+xnor,231,0.112
simple gates,572,0.150
flops,136,0.182
compound gates,133,0.0469
fa+ha+maj,437,0.381
buf+inv,328,0.0671
==> worst max path at each step <==
| stage | endpoint | cells past startpoint |
|---|---|---|
| 4_1_cts | y_r[1][7] | 28 |
| 5_1_grt | y_r[9][7] | 28 |
| 6_report | y_r[9][7] | 28 |
==> routing by layer <==
| layer | up-vias | share of wire | global-route usage |
|---|---|---|---|
| met5 | - | 0 | 0 |
| met4 | 0 | 0.018 | 0.0336 |
| met3 | 60 | 0.12 | 0.106 |
| met2 | 542 | 0.44 | 0.340 |
| met1 | 7597 | 0.42 | 0.329 |
| li1 | 7559 | - | - |
==> critical path: stages <==
cell             delay (ns)
clkdlybuf4s15_1        0.19
buf_4                  0.14
buf_4                  0.13
and2_1                 0.15
ha_2                   0.17
fa_1                   0.47
inv_1                  0.05
fa_2                   0.59
fa_1                   0.46
fa_1                   0.49
inv_1                  0.05
fa_1                   0.51
fa_2                   0.60
fa_1                   0.44
fa_1                   0.52
fa_1                   0.43
fa_1                   0.55
inv_2                  0.05
fa_1                   0.52
inv_2                  0.05
ha_4                   0.21
a21o_1                 0.16
a21oi_2                0.14
xnor2_1                0.15
xnor2_1                0.15
xnor3_2                0.36
clkbuf_16              0.21
mux2_4                 0.26
==> final cells by class <==
| class | count | area, µm² | area share |
|---|---|---|---|
| inverter | 283 | 1070 | 0.0384 |
| sequential | 136 | 3400 | 0.122 |
| clock inverter | 12 | 129 | 0.00463 |
| timing repair buffer | 736 | 6810 | 0.244 |
| multi-input combinational | 1472 | 14900 | 0.536 |
| tap | 837 | 1050 | 0.0376 |
| antenna | 2 | 5.00 | 0.000180 |
| clock buffer | 20 | 457 | 0.0164 |
==> Yosys cell counts, types with 2 or more instances <==
library cell  number
o21ai_0           47
a31oi_1            4
a21o_1             5
nor2b_1            6
mux2i_1            7
o211ai_1           2
clkbuf_1          30
a22oi_1            3
a311oi_1           2
nand2_1          281
ha_1             218
buf_4              4
nand2b_1           7
xnor2_1          183
a221oi_1          11
and2_1           228
mux2_2            89
inv_1            283
nor2_1            25
a22o_1             4
a21oi_1           26
mux4_2             3
xnor3_1            3
dfrtp_1          136
fa_1             219
buf_1             10
o21bai_1           2
a222oi_1          13
nor4_1             3
nor3_1             4
xor2_1            43
o2111ai_1          2
a211oi_1           2
nand3_1            9
nand4_1            2
a32oi_1            2
nand3b_1           2
a32o_1             2
==> timing repair <==
item,in CTS,in global routing
buffers inserted,11,6
hold endpoints to repair,0,0
pin swaps,121,45
gates cloned,1,3
endpoints found under the setup margin,96,96
gates resized,565,95
==> through the flow <==
step	cell area, µm²	setup TNS (ns)	worst slack [ns]	util
global placement	26600	-342.46	-4.96	0.431
floorplan	19000	-237.68	-3.99	-
CTS	27600	-251.28	-4.07	0.448
detailed placement	26600	-341.79	-4.96	0.431
finish	27900	-253.63	-4.06	0.452
global route	27800	-270.71	-4.31	0.452
